[./design.v]
module twiddle(index_r,w_factor_r,index_i,w_factor_i);
input [4:0] index_r, index_i;
output [35:0] w_factor_r,w_factor_i;
reg [35:0]  w_factor_1_r, w_factor_1_i;
assign w_factor_r = w_factor_1_r;
assign w_factor_i = w_factor_1_i;
always @(*) begin
    case(index_r)  
0: w_factor_1_r  = 36'h100000000;
1: w_factor_1_r  = 36'h0FB14BE7F;
2: w_factor_1_r  = 36'h0EC835E79;
3: w_factor_1_r  = 36'h0D4DB3148;
4: w_factor_1_r  = 36'h0B504F334;
5: w_factor_1_r  = 36'h08E39D9CD;
6: w_factor_1_r  = 36'h061F78A9A;
7: w_factor_1_r  = 36'h031F17078;
8: w_factor_1_r  = 36'h000000000;
9: w_factor_1_r  = 36'hFCE0E8F87;
10:w_factor_1_r  = 36'hF9E087565;
11:w_factor_1_r  = 36'hF71C62632;
12:w_factor_1_r  = 36'hF4AFB0CCC;
13:w_factor_1_r  = 36'hF2B24CEB7;
14:w_factor_1_r  = 36'hF137CA186;
15:w_factor_1_r  = 36'hF04EB4180;
default : w_factor_1_r = 36'h0;
endcase
    case(index_i)
0: w_factor_1_i  = 36'h000000000;
1: w_factor_1_i  = 36'h031F17078;
2: w_factor_1_i  = 36'h061F78A9A;
3: w_factor_1_i  = 36'h08E39D9CD; 
4: w_factor_1_i  = 36'h0B504F334;
5: w_factor_1_i  = 36'h0D4DB3148; 
6: w_factor_1_i  = 36'h0EC835E79;   
7: w_factor_1_i  = 36'h0FB14BE7F;
8: w_factor_1_i  = 36'h100000000;
9: w_factor_1_i  = 36'h0FB14BE7F;
10:w_factor_1_i  = 36'h0EC835E79;
11:w_factor_1_i  = 36'h0D4DB3148;
12:w_factor_1_i  = 36'h0B504F334;
13:w_factor_1_i  = 36'h08E39D9CD;
14:w_factor_1_i  = 36'h061F78A9A;
15:w_factor_1_i  = 36'h031F17078; 
default : w_factor_1_i = 36'h0;
    endcase
end
endmodule
[./run.sh]
#!/bin/bash
# OpenROAD 26Q1-2900-gdf79404cd8, Yosys 0.63+post, stock flow scripts
make -C /OpenROAD-flow-scripts/flow DESIGN_CONFIG=/design/flow/config.mk WORK_HOME=/design/flow/orfs finish
[./config.mk]
export PLATFORM = sky130hd
export DESIGN_NAME = twiddle
export DESIGN_NICKNAME = twiddle
export VERILOG_FILES = /design/flow/design.v
export SDC_FILE = /design/flow/constraint.sdc
export NUM_CORES = 4
export LEC_CHECK = 1
export CORE_AREA = 10 10 98 98
export DIE_AREA = 0 0 108 108
[./constraint.sdc]
current_design twiddle

set clk_period 2.2
set clk_io_pct 0.2

create_clock -name clk0 -period $clk_period

set non_clock_inputs [all_inputs -no_clocks]
set_input_delay [expr $clk_period * $clk_io_pct] -clock clk0 $non_clock_inputs
set_output_delay [expr $clk_period * $clk_io_pct] -clock clk0 [all_outputs]
==> Changelog: implementation <==
### Metrics

- Final total power: ~760 uW
- Final Cell Area: 3650 um^2
- Final slew viol count: 0
- Crit path cell chain: buf_6 -> inv_2 -> ha_4 -> inv_2 -> mux4_2 -> nor2_1 -> dlygate4sd2_1
- Delay-heaviest family, CP: multiplexers
- Initial antenna violation count: 0
- Core Area: 7650 um^2
- Synthesized area: 1690 um^2
- Largest area contributor in the netlist: ha_1
- Area after DPL: 2960 um^2
- Tool Warnings: 48
- Worst hold endpoint: w_factor_i[21]
- Maximum vdd drop: 0.0691 mV
- Vias: 2,560
- Register area: 0 um^2
- Tmin final: 2170 ps
- WP buf/inv: 4
- Crit path DAT: 1730 ps
- PortBufs: 79
- Top area cell types: ha_1 13%, a211oi_1 8.9%, buf_4 8.0%
- Fillers: slightly below 700
- CP startpoint kind: primary input
- Die Size: 11,700 um^2
- Gp weighted congestion: between 0.8 and 0.9
- Cts hold-fix bufs: 0
- Syn avg cell area: 6.41 um^2
- CP max stage delay: roughly 470 ps
- Top cell area share: 12.6%
- Worst setup EP type: primary output
- # Cells Yosys: 264
- Layout cell share with drive strength beyond 1: 50.4%
- Pwr Density: 208 nW/um^2
- First-pass GRT wire length: 13.1 mm
- Sequential-to-total area share from yosys stat: 0%
- Worst Hold Depth: 5
- Max frequency: 461 MHz
- Final Cycle Share: between 90% and 100%
- Syn-to-layout area delta: 116%
- Number of clock buffers in the layout: 0
- IO Count: 82
- Status: complete, no violations
- Registers: 0
- Synth warn: 1
- Setup violators final: 0
- Fp_density: 22.1%
- HP Start: index_i[1]
- Most frequent CP cell: inv_2
- Top post-synthesis cells by count: 36 x nand2_1, 25 x a21oi_1, 22 x nor2_1
- Logic area: 1790 um^2
- Max-Cap Viols: 0
- Pleak: 1.73 nW
- Final ANT Viol Nets: 0
- GR Overflow Total: 0
- Die Y: 108 um
- Chip width: 108 um
- Gate Count Post-Synth: 264
- Critical-path top delay cell: mux4_2
- Final Hold Fails: 0
- WHS: around 1400 ps
- DRC Markers: 0
- RSZ-0062 raised after global routing: true
- Distinct cells, synth: 41
- HP Class: in2out
- Dpl hpwl: a little under 6 mm
- Wire length per cell: ~17 um
- Row count: 32
- Crit Path Max Fanout: 6
- WP data required: 1760 ps
- Vias in the first global route: 2,406
- First drt pass iteration count: 4
- Largest net degree at the start of global routing: 17
- Starting DRC count in detailed routing: between 100 and 150
- Number of vias per cell: around 5.0
- GRT Util Overall: a little over an eighth
- Wirelength, routed: 8.49 mm
- Antenna cell count: 0
- Yosys Chip Area: 1690 um^2
- Most common cell in the synthesized netlist: nand2_1
- Critical path type: in2out
-- timing repair --
action                     4_1_cts  5_1_grt
pin swaps                       41       14
setup buffers                   22        5
gates resized                  217       24
gates cloned                     4        0
setup endpoints to repair       69       23
-- logic make-up after synthesis --
| logic type | synth area share [%] |
|---|---|
| xor+xnor | 1.04 |
| other cells | 0.222 |
| compound gates | 34.7 |
| buf+inv | 18.4 |
| mux | 5.92 |
| fa+ha+maj | 12.6 |
| simple gates | 27.1 |
-- routing by layer --
layer	GRT usage, %	share of wire (%)	vias up
li1	-	-	1218
met1	19.1	43	1224
met2	22.5	50	111
met3	1.45	6.6	7
met4	1.34	0.79	0
met5	0	0	-
-- area by class of cell --
class / count / share of cell area [%]
well taps: 102 / 3.49
multi-input cells: 212 / 49.1
repair buffers: 177 / 45.3
inverters: 18 / 2.16
-- report_power, final --
part,switching (mW),internal [mW]
clock,0,0
combinational,0.336,0.425
sequential,0,0
total,0.336,0.425
-- per-stage QoR --
step                TNS, ps  instances  setup slack [ps]  utilization, %
finish                    0        509              31.5            47.8
detailed placement   -43100        479              -876            38.7
global placement     -42330        479              -806            38.7
CTS                   -48.7        505             -48.7            46.2
floorplan                 0        266              30.1               -
global route          -43.2        509             -22.5            47.8
-- cell usage in the layout (no fill, tap or decap), drive strengths merged, types with 2 or more instances in the layout --
master	count
conb	3
inv	17
dlygate4sd2	51
clkdlybuf4s15	4
a221oi	2
nand2	36
and2b	3
o211a	3
o21bai	2
nand2b	5
nor3b	4
o21ai	14
a311oi	10
a21oi	25
nor3	6
ha	17
nand3	5
buf	108
clkdlybuf4s50	8
a211oi	20
mux4	4
and2	2
bufbuf	2
dlymetal6s2s	3
a31oi	5
nor2b	11
nor2	22
-- worst max path at each step --
stage / depth (start not counted) / slack [ps] / to / start
after CTS: 10 / -50 / w_factor_r[18] / index_r[3]
final: 7 / 30 / w_factor_r[2] / index_r[0]
after global routing: 8 / -20 / w_factor_r[13] / index_r[0]
-- tightest hold or removal path: stages --
cell            delay, ps
buf_6                 100
inv_4                  60
ha_4                  180
nor3_4                 50
dlymetal6s2s_1        130
Power and IR drop assume default switching activity.
